File: /design/flow/config.mk
export PLATFORM = sky130hd
export DESIGN_NAME = fir_retimed
export DESIGN_NICKNAME = fir_retimed
export VERILOG_FILES = /design/flow/design.v
export SDC_FILE = /design/flow/constraint.sdc
export NUM_CORES = 4
export LEC_CHECK = 1
export CORE_UTILIZATION = 30
File: /design/flow/constraint.sdc
current_design fir_retimed

set clk_period 8.7
set clk_io_pct 0.2

create_clock -name clk0 -period $clk_period [get_ports {clk}]

set non_clock_inputs [all_inputs -no_clocks]
set_input_delay [expr $clk_period * $clk_io_pct] -clock clk0 $non_clock_inputs
set_output_delay [expr $clk_period * $clk_io_pct] -clock clk0 [all_outputs]
File: /design/flow/design.v
module fir_retimed #(
    parameter N_TAPS = 4, 
    parameter DATA_WIDTH = 18,
    parameter COEFF_WIDTH = 18
) (
    input clk,
    input reset_n,
    input ena,
    input signed [DATA_WIDTH-1:0] data_in,
    output signed [(DATA_WIDTH + COEFF_WIDTH + 2)-1:0] data_out  
);
    localparam OUTPUT_WIDTH = DATA_WIDTH + COEFF_WIDTH + 2;  
    localparam PRODUCT_WIDTH = DATA_WIDTH + COEFF_WIDTH;
    localparam INTERMEDIATE_SUM_WIDTH = OUTPUT_WIDTH; 
    localparam signed [COEFF_WIDTH-1:0] b0 = 18'd10;
    localparam signed [COEFF_WIDTH-1:0] b1 = 18'd20;
    localparam signed [COEFF_WIDTH-1:0] b2 = 18'd30;
    localparam signed [COEFF_WIDTH-1:0] b3 = 18'd40;
    reg signed [DATA_WIDTH-1:0] delay_line_s1 [0:3]; 
    wire signed [PRODUCT_WIDTH-1:0] product_s1_comb [0:3]; 
    reg signed [PRODUCT_WIDTH-1:0] product_reg_s2 [0:3];
    wire signed [INTERMEDIATE_SUM_WIDTH-1:0] sum1_s2_comb;
    wire signed [INTERMEDIATE_SUM_WIDTH-1:0] sum2_s2_comb;
    reg signed [INTERMEDIATE_SUM_WIDTH-1:0] sum1_reg_s3;
    reg signed [INTERMEDIATE_SUM_WIDTH-1:0] sum2_reg_s3;
    wire signed [OUTPUT_WIDTH-1:0] final_sum_s3_comb;
    reg signed [OUTPUT_WIDTH-1:0] data_out_reg_s4;
    assign data_out = data_out_reg_s4; 
    always @(posedge clk or negedge reset_n) begin
        if (!reset_n) begin
            delay_line_s1[0] <= {DATA_WIDTH{1'b0}};
            delay_line_s1[1] <= {DATA_WIDTH{1'b0}};
            delay_line_s1[2] <= {DATA_WIDTH{1'b0}};
            delay_line_s1[3] <= {DATA_WIDTH{1'b0}};
        end else if (ena) begin
            delay_line_s1[0] <= data_in;
            delay_line_s1[1] <= delay_line_s1[0];
            delay_line_s1[2] <= delay_line_s1[1];
            delay_line_s1[3] <= delay_line_s1[2];
        end
    end
    assign product_s1_comb[0] = delay_line_s1[0] * b0;
    assign product_s1_comb[1] = delay_line_s1[1] * b1;
    assign product_s1_comb[2] = delay_line_s1[2] * b2;
    assign product_s1_comb[3] = delay_line_s1[3] * b3;
    always @(posedge clk or negedge reset_n) begin
        if (!reset_n) begin
            product_reg_s2[0] <= {PRODUCT_WIDTH{1'b0}};
            product_reg_s2[1] <= {PRODUCT_WIDTH{1'b0}};
            product_reg_s2[2] <= {PRODUCT_WIDTH{1'b0}};
            product_reg_s2[3] <= {PRODUCT_WIDTH{1'b0}};
        end else if (ena) begin
            product_reg_s2[0] <= product_s1_comb[0];
            product_reg_s2[1] <= product_s1_comb[1];
            product_reg_s2[2] <= product_s1_comb[2];
            product_reg_s2[3] <= product_s1_comb[3];
        end
    end
    assign sum1_s2_comb = product_reg_s2[0] + product_reg_s2[1];
    assign sum2_s2_comb = product_reg_s2[2] + product_reg_s2[3];
    always @(posedge clk or negedge reset_n) begin
        if (!reset_n) begin
            sum1_reg_s3 <= {INTERMEDIATE_SUM_WIDTH{1'b0}};
            sum2_reg_s3 <= {INTERMEDIATE_SUM_WIDTH{1'b0}};
        end else if (ena) begin
            sum1_reg_s3 <= sum1_s2_comb;
            sum2_reg_s3 <= sum2_s2_comb;
        end
    end
    assign final_sum_s3_comb = sum1_reg_s3 + sum2_reg_s3;
    always @(posedge clk or negedge reset_n) begin
        if (!reset_n) begin
            data_out_reg_s4 <= {OUTPUT_WIDTH{1'b0}};
        end else if (ena) begin
            data_out_reg_s4 <= final_sum_s3_comb;
        end
    end
endmodule 
File: /design/flow/run.sh
#!/bin/bash
# OpenROAD 26Q1-2900-gdf79404cd8, Yosys 0.63+post, stock flow scripts
make -C /OpenROAD-flow-scripts/flow DESIGN_CONFIG=/design/flow/config.mk WORK_HOME=/design/flow/orfs finish
==> impl_metrics.tcl <==
# flow metrics
set metrics [dict create \
    max_freq_mhz 229 \
    edf_count 0 \
    cp-start-kind "register" \
    worst_clock_skew_ps 10.2 \
    synth_area_um2 18300 \
    floorplan.core_util_pct 30.4 \
    io_buffer_count 57 \
    total_via_count_after_detailed_routing 12900 \
    die_h_um 249 \
    setup.worst_path.start "delay_line_s1[2][3]" \
    cts_buffer_depth 3 \
    synth_largest_type_area_fraction_pct 36.0 \
    wl_per_cell_um 14.3 \
    drt_total_wl_um 37700 \
    final_min_period_over_clock_period_pct 50.3 \
    rr_startpoint "delay_line_s1[2][3]" \
    syn_inst 1783 \
    yosys.area.top_type "dfrtp_1" \
    drive_gt1_share_pct 13.9 \
    cp_max_fo 6 \
    antenna_cells_inserted 0 \
    globalRoute.totalOverflow 0 \
    result_of_the_run "finished, final reports clean" \
    floorplan.core_area_um2 60200 \
    io_pins 59 \
    setup_viol 0 \
    yosys.cell_count.top_type "dfrtp_1" \
    fin_worst_hold_slack_ps 483 \
    maximum_number_of_pins_on_one_net_before_global_route_repair 116 \
    min_path_type "reg2reg" \
    drv_cap 0 \
    ctsResizeCount 0 \
    initial_antenna_violation_count 3 \
    drc_violation_count_after_routing 0 \
    power_per_cell_area_nw_per_um2 428 \
    met2_usage_pct 19.1 \
    gr-max-usage-layer "met1" \
    worstRegToRegCells 15 \
    setup_repair_after_global_routing_missed_its_margin "no" \
    slew_headroom_pct 44.0 \
    synthTopCellsByArea "dfrtp_1, ha_1, mux2_2" \
    post_cts_buffers 0 \
    clk_transition_reported_paths_ps 60 \
    clkLatencyLatePin_ps 560 \
    tritoncts "done" \
    setup.worst_path.class "reg2reg" \
    post_cts_hold_buffer_count 0 \
    first_pass_detailed_route_iteration_total 4 \
    syn2layout_area_growth_pct 13.2 \
    final-max-slew-violation-count 0 \
    dp_wirelength_um 28500 \
    die_w_um 249 \
    gr-usage-all-layers_pct 12.8 \
    final_replace_weighted_congestion 0.903 \
    clock_sink_count 263 \
    synth_chip_area_um2 18300 \
    final_hold_violation_count 0 \
    ctsHtreeMaxLevel 1 \
    filler_cell_count 5826 \
    regToRegEndpoint "product_reg_s2[2][21]" \
    timing.setup.tns_ps 0 \
    synth.yosys.warnings 3 \
    global_route.usage.met3_pct 2.53 \
    placement_rows 90 \
    dieArea_um2 62000 \
    ff_type "dfrtp_1" \
    antenna_left 0 \
    synth-async-reset-ratio_pct 100 \
    detail_route.iter0.violations 563 \
    period_minus_slack_ps 4370 \
    synth.top_cells.by_count "dfrtp_1, ha_1, mux2_2, a21oi_1, inv_1" \
    irDropWorstVdd_uv 199 \
    synth.yosys.seq_area_share_pct 36.0 \
    regToRegSetupSlack_ps 4330 \
    synthDistinctLibCells 67 \
    grt_pass1_vias 12800 \
    ys_cells 1783 \
    power.static_leakage_nw 9.36 \
    synth_area_per_cell_um2 10.3 \
    clock-root-buffer "clkbuf_16" \
    grt_pass1_wl_um 64100 \
    crit_arrival_ps 4820 \
    yosys_register_bits 263 \
    timing.critical_path.to_type "register" \
    vias_per_cell 4.91 \
    grt_util_met1_pct 19.9 \
    crit_required_ps 9150 \
    worst-slew-pin-transition_ps 836 \
    cts_made_buffers 31 \
    stage_log_warnings 30 \
    crit_path_end "product_reg_s2[2][21]" \
]
-- state kept, by name, indices dropped and copies added (netlist names) --
name / cells
product_reg_s2: 84
data_out_reg_s4: 37
sum1_reg_s3: 35
delay_line_s1: 72
sum2_reg_s3: 35
-- logic make-up (layout without fill, tap and decap cells) --
kind of cell               after synthesis  after routing  synth area share (%)
muxes                                  178            178                  11.0
and+or+nand+nor                        341            341                  8.76
xor gates and xnor gates               133            133                  6.37
adders and majority gates              255            255                  18.9
other                                    1              1                0.0205
buffers and inverters                  166            233                  3.43
AOI/OAI and AO/OA                      446            446                  15.6
DFF                                    263            263                  36.0
-- routing by layer --
| layer | vias up | routed length, µm |
|---|---|---|
| met1 | 6160 | 19100 |
| met4 | 0 | 767 |
| met2 | 225 | 15800 |
| li1 | 6502 | - |
| met3 | 48 | 2030 |
| met5 | - | 0 |
-- power breakdown --
part	total (W)	internal (W)	leakage [nW]	switching [W]
clock	0.00124	0.000741	0.476	0.000500
combinational	0.00553	0.00264	5.78	0.00289
sequential	0.00210	0.00174	3.10	0.000356
-- stage by stage --
stage | total power (W) | utilization (%) | std cells | cell area (µm²) | setup slack [ps]
2_1_floorplan | 0.00627 | - | 1783 | 18300 | 4770
3_3_place_gp | 0.00756 | 32.8 | 2580 | 19700 | 4350
3_5_place_dp | 0.00762 | 32.8 | 2580 | 19700 | 4370
4_1_cts | 0.00894 | 34.4 | 2632 | 20700 | 4340
5_1_grt | 0.00975 | 34.4 | 2632 | 20700 | 4000
6_report | 0.00887 | 34.4 | 2632 | 20700 | 4330
-- layout by cell type, fill, tap and decap left out, types with 22 or more instances in the layout --
cell type        count
o21ai_0            100
nor2_1             101
clkbuf_16           31
nand2_1             99
ha_1               220
nor3_1              22
inv_1              112
dfrtp_1            263
a21o_1              59
nand3_1             27
fa_1                35
xnor2_1             97
xor2_1              36
clkdlybuf4s50_1     55
o21a_1              33
a21oi_1            129
mux2_2             174
-- area by class of cell --
class	count	area, µm²	share of cell area [%]
timing repair buffer	68	676	3.26
inverter	113	424	2.05
tap	782	978	4.72
multi-input combinational	1354	11100	53.5
clock buffer	41	853	4.12
clock inverter	11	116	0.562
sequential	263	6580	31.8
-- critical path, stage by stage, from the launching register on --
cell,delay (ps)
dfrtp_1,440
ha_1,340
fa_1,510
inv_1,50
fa_1,490
inv_1,40
ha_1,380
a21o_1,240
nor3_2,140
a211oi_1,100
a2111oi_1,470
a21oi_1,200
o41ai_2,330
o21a_2,230
xnor2_1,70
mux2_4,250
-- worst min-delay path by stage --
stage	start	to	slack, ps	cells past startpoint
after CTS	sum2_reg_s3[33]	sum2_reg_s3[33]	490	1
after global routing	sum1_reg_s3[32]	sum1_reg_s3[32]	500	1
final	sum2_reg_s3[25]	sum2_reg_s3[25]	480	1
Power is estimated from default activity; no workload was simulated.
