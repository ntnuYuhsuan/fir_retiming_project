<file path="./design.v">
module fir_original #(
    parameter N_TAPS = 4,          
    parameter DATA_WIDTH = 18,
    parameter COEFF_WIDTH = 18
) (
    input clk,
    input reset_n,
    input ena,
    input signed [DATA_WIDTH-1:0] data_in,
    output signed [(DATA_WIDTH + COEFF_WIDTH + 2)-1:0] data_out  
);
    localparam OUTPUT_WIDTH = DATA_WIDTH + COEFF_WIDTH + 2;  
    localparam PRODUCT_WIDTH = DATA_WIDTH + COEFF_WIDTH;
    localparam signed [COEFF_WIDTH-1:0] b0 = 18'd10;
    localparam signed [COEFF_WIDTH-1:0] b1 = 18'd20;
    localparam signed [COEFF_WIDTH-1:0] b2 = 18'd30;
    localparam signed [COEFF_WIDTH-1:0] b3 = 18'd40;
    reg signed [DATA_WIDTH-1:0] delay_line [0:N_TAPS-1];
    wire signed [PRODUCT_WIDTH-1:0] product [0:N_TAPS-1];
    wire signed [OUTPUT_WIDTH-1:0] acc_sum;
    integer i;  
    always @(posedge clk or negedge reset_n) begin
        if (!reset_n) begin
            delay_line[0] <= {DATA_WIDTH{1'b0}};
            delay_line[1] <= {DATA_WIDTH{1'b0}};
            delay_line[2] <= {DATA_WIDTH{1'b0}};
            delay_line[3] <= {DATA_WIDTH{1'b0}};
        end else if (ena) begin
            delay_line[0] <= data_in;
            delay_line[1] <= delay_line[0];
            delay_line[2] <= delay_line[1];
            delay_line[3] <= delay_line[2];
        end
    end
    assign product[0] = delay_line[0] * b0;
    assign product[1] = delay_line[1] * b1;
    assign product[2] = delay_line[2] * b2;
    assign product[3] = delay_line[3] * b3;
    assign acc_sum = product[0] + product[1] + product[2] + product[3];
    assign data_out = acc_sum;
endmodule 
</file>
<file path="./config.mk">
export PLATFORM = sky130hd
export DESIGN_NAME = fir_original
export DESIGN_NICKNAME = fir_original
export VERILOG_FILES = /design/flow/design.v
export SDC_FILE = /design/flow/constraint.sdc
export NUM_CORES = 4
export LEC_CHECK = 1
export CORE_UTILIZATION = 50
</file>
<file path="./constraint.sdc">
current_design fir_original

set clk_period 15.9
set clk_io_pct 0.2

create_clock -name clk0 -period $clk_period [get_ports {clk}]

set non_clock_inputs [all_inputs -no_clocks]
set_input_delay [expr $clk_period * $clk_io_pct] -clock clk0 $non_clock_inputs
set_output_delay [expr $clk_period * $clk_io_pct] -clock clk0 [all_outputs]
</file>
<file path="./run.sh">
#!/bin/bash
# OpenROAD 26Q1-2900-gdf79404cd8, Yosys 0.63+post, stock flow scripts
make -C /OpenROAD-flow-scripts/flow DESIGN_CONFIG=/design/flow/config.mk WORK_HOME=/design/flow/orfs finish
</file>
==> ci_impl_report.md <==
### Flow metrics

| Metric | Value |
|---|---|
| Status | `completed` |
| Clk root buf | `clkbuf_16` |
| H-tree depth | `3` |
| Setup repair after global routing missed its margin | `no` |
| MaxCap Viol Count | `0` |
| Setup CP Type | `reg -> out` |
| Clock Sinks | `roughly 72` |
| Mapped Area | `around 0.010 mm²` |
| Ys flop type | `dfrtp_1` |
| Yosys cell types | `65` |
| Worst-Skew Late Latency | `between 0.3 and 0.4 ns` |
| I/O Pins | `~59` |
| Crit-path max cell delay | `~0.52 ns` |
| Crit-path leading delay family | `AND-OR/OR-AND gates` |
| Floorplan core density | `51.3%` |
| Final Hold Vio Count | `0` |
| Worst-path clk slew | `0.06 ns` |
| Top flop regs | `delay_line: 72 flops` |
| Critical Path Fanout Max | `6` |
| Core Util, Final | `roughly 57%` |
| Fillers | `around 1,800` |
| Number of flip-flops in the largest register | `72` |
| DR vias/cell | `approximately 5.5` |
| Data arrival, critical path | `7.92 ns` |
| DRC | `0` |
| Inserted Clock Buffers | `9` |
| Vias in the first global route | `8,045` |
| Initial antenna violation count | `0` |
| Ant diodes | `0` |
| Mean routed wirelength per cell | `14.7 µm` |
| DIE WIDTH | `146 µm` |
| Design area | `0.0116 mm²` |
| Total wire length | `between 20,000 and 25,000 µm` |
| WHS | `0.549 ns` |
| First-pass GRT wire length | `37,600 µm` |
| Slew Viols, Final | `0` |
| Seq/Total Area, Yosys | `17.3%` |
| Pin count of the biggest net entering global routing | `59` |
| Routed via count | `8,120` |
| Synth warnings | `2` |
| Top reg by flops | `delay_line` |
| Final setup fails | `0` |
| Congestion Overflow GR | `0` |
| # Cells Yosys | `1,145` |
| PostCTS Resize Cnt | `0` |
| Commonest Layout Cell | `ha_1` |
| CP Launch Type | `register` |
| Period utilization | `between 60% and 70%` |
| Syn_area_per_cell | `9.09 µm²` |
| Core box area | `0.0203 mm²` |
| FF+latch count, synth | `72` |
| Syn Inst Count | `between 1,000 and 1,500` |
| Stages on the worst setup path | `32` |
| TritonCTS clock tree | `built` |
| HPWL Detailed | `around 18,000 µm` |
| Tmin final | `11.10 ns` |
| Setup crit end kind | `output pin` |
| Slew @ Worst Pin | `0.674 ns` |
| Row cnt | `52` |
| Crit path DRT | `about 13 ns` |
| R2R depth | `2` |
| Detail Route Antenna Nets | `0` |
| F_max | `90.1 MHz` |
| Clock Skew | `0.00634 ns` |
| Post-synth ARST share | `100%` |
| Hold Buf Count CTS | `0` |
| Tool warnings | `29` |
| Longest Clk Path Bufs | `2` |
| Placement Cell Area | `0.0113 mm²` |
| Post-CTS setup buffers | `0` |
| Post-synth EDFFs | `0` |
| Hold Crit Depth | `1` |
| Chip height | `approximately 150 µm` |
| Hold crit path type | `reg -> reg` |
| Initial DRC count | `about 250` |
| PortBufs | `57` |
| Slew margin rel. | `approximately 55%` |
| Critical path's slowest cell | `clkdlybuf4s50_1` |
| Gpl congestion | `0.917` |
| Chip area | `0.0214 mm²` |
| Buf+Inv Stages, Crit Path | `3` |
| Ratio of cells with drive above 1 in the final layout | `7.47%` |
| Detailed Routing Iterations Pass 1 | `4` |
| Syn-to-layout area delta | `11.1%` |
| Yosys chip area | `0.0104 mm²` |
| Total Routing Usage GR | `22.4%` |
| Setup TNS | `0 ns` |
| Most frequent cells in the layout | `ha_1, inv_1, a21oi_1` |
metrics by stage:
step           setup slack, ns  instances
3_5_place_dp              5.18       1459
4_1_cts                   4.76       1475
3_3_place_gp              5.23       1459
2_1_floorplan             6.26       1145
5_1_grt                   4.02       1475
6_report                  4.80       1475
Yosys cell counts, types with 15 or more instances:
cell type / n / share of area, %
mux2_2: 57 / 6.2
nand3_1: 15 / 0.72
inv_1: 117 / 4.2
dfrtp_1: 72 / 17
a211oi_1: 16 / 1.2
nor3_1: 19 / 0.91
fa_1: 56 / 11
a21oi_1: 83 / 4.0
ha_1: 188 / 23
nor2b_1: 17 / 1.0
nor2_1: 58 / 2.1
nand2b_1: 18 / 1.1
o21ai_0: 53 / 2.5
o21a_1: 21 / 1.5
xnor2_1: 63 / 5.3
a21o_1: 32 / 2.3
o21ai_1: 18 / 0.87
xor2_1: 37 / 3.1
nand2_1: 72 / 2.6
path summary, 6_finish.rpt:
kind | from | end | slack [ns]
worst min register to register | delay_line[1][0]$_DFFE_PN0P_ | delay_line[2][0]$_DFFE_PN0P_ | 0.55
worst max register to register | delay_line[2][17]$_DFFE_PN0P_ | delay_line[2][17]$_DFFE_PN0P_ | 14.92
worst max-delay path | delay_line[2][1]$_DFFE_PN0P_ | data_out[27] | 4.80
max in group asynchronous | reset_n | delay_line[3][15]$_DFFE_PN0P_ | 12.23
worst min-delay path | delay_line[1][0]$_DFFE_PN0P_ | delay_line[2][0]$_DFFE_PN0P_ | 0.55
min in group asynchronous | reset_n | delay_line[0][2]$_DFFE_PN0P_ | 2.79
routing by layer:
metal	global-route usage, %	vias up	wire length (µm)
met3	5.16	22	1260
met5	0	-	0
met1	35.5	3759	11200
met2	33.0	129	9000
met4	2.92	0	279
li1	-	4210	-
cell families after synthesis:
logic type               after synthesis  share of synthesized area [%]
adder cells (fa/ha/maj)              244                           33.4
AND/OR/NAND/NOR                      223                           10.1
other                                  1                         0.0360
multiplexers                          59                           6.36
AND-OR/OR-AND                        314                           19.6
flip-flops                            72                           17.3
buffers and inverters                132                           4.80
XOR/XNOR                             100                           8.42
cell type report:
| type | instances | area [µm²] | area share [%] |
|---|---|---|---|
| timing repair buffer | 59 | 581 | 5.02 |
| inverter | 117 | 439 | 3.80 |
| tap | 270 | 338 | 2.92 |
| sequential | 72 | 1800 | 15.6 |
| clock buffer | 10 | 229 | 1.98 |
| multi-input combinational | 941 | 8100 | 70.1 |
| clock inverter | 6 | 67.6 | 0.585 |
